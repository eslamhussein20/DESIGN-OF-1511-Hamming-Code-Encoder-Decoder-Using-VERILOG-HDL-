$ cat ./config.mk
export PLATFORM = sky130hd
export DESIGN_NAME = HAMMING_ENCODER_DECODER
export DESIGN_NICKNAME = HAMMING_ENCODER_DECODER
export VERILOG_FILES = /design/flow/design.v
export SDC_FILE = /design/flow/constraint.sdc
export NUM_CORES = 4
export LEC_CHECK = 1
export CORE_UTILIZATION = 50
$ cat ./constraint.sdc
current_design HAMMING_ENCODER_DECODER

set clk_period 1.6
set clk_io_pct 0.2

create_clock -name clk0 -period $clk_period [get_ports {clk_rx}]
create_clock -name clk1 -period $clk_period [get_ports {clk_tx}]

set non_clock_inputs [all_inputs -no_clocks]
set_input_delay [expr $clk_period * $clk_io_pct] -clock clk0 $non_clock_inputs
set_output_delay [expr $clk_period * $clk_io_pct] -clock clk0 [all_outputs]
$ cat ./design.v
module CLK_DIVIDER #(
parameter WIDTH = 4,
parameter N = 11)
(CLK_IN,REST, CLK_OUT);
input CLK_IN;
input REST;
output CLK_OUT;
reg [WIDTH-1:0] POSETIVE_COUNT, NEGATIVE_COUNT;
 always @(posedge CLK_IN ,posedge REST )
 if (REST)
 POSETIVE_COUNT <=0;
 else if (POSETIVE_COUNT ==N-1) POSETIVE_COUNT <= 0;
 else POSETIVE_COUNT<= POSETIVE_COUNT +1;
 always @(negedge CLK_IN , posedge REST)
 if (REST)
 NEGATIVE_COUNT <=N-1;
 else  if (NEGATIVE_COUNT ==N-1) NEGATIVE_COUNT <= 0;
 else NEGATIVE_COUNT<= NEGATIVE_COUNT +1; 
assign CLK_OUT = ~(((POSETIVE_COUNT > (N>>1)) | (NEGATIVE_COUNT > (N>>1)))); 
endmodule
`timescale 1ns / 1ps
module COUNTER_DECODER
#(
parameter WIDTH=4
)
(
input CLK,
input REST,
input ENABLE,
output [WIDTH-1:0] COUNTER_OUTPUT
);
reg [WIDTH-1:0] OUTPUT;
always @( posedge CLK or  posedge REST)
begin
if(REST==1)
OUTPUT<=0;
else if(ENABLE==1)
begin
OUTPUT<=OUTPUT+1;
if(OUTPUT ==10)
begin
 OUTPUT <= 0;
end
end
end
assign COUNTER_OUTPUT = OUTPUT;
endmodule
`timescale 1ns / 1ps
module COUNTER_ENCODER
#(
parameter WIDTH=4
)
(
input CLK,
input REST,
input ENABLE,
output [WIDTH-1:0]COUNTER_OUTPUT
);
reg [WIDTH-1:0] OUTPUT;
always @( posedge CLK or  posedge REST)
begin
if(REST==1)
OUTPUT<=0;
else if(ENABLE==1)
begin
OUTPUT<=OUTPUT+1;
if(OUTPUT ==14)
begin
 OUTPUT <= 0;
end
end
end
assign COUNTER_OUTPUT = OUTPUT;
endmodule
`timescale 1ns / 1ps
module DECODING_CONTROLLER(
input CLK,
input REST,
input DEVICE_EN ,
input[3:0] COUNT ,
output reg COUNTER_EN ,
output reg WRITE_EN,
output reg SHIFT_EN 
);
reg[2:0] STATE  ;
always @( posedge CLK or  posedge REST)
begin
if(REST == 1'b1)
STATE<=1;
else
case(STATE)
0: 
begin
if(DEVICE_EN==1'b1)
STATE <=1;
else
STATE <=0;
end	
1: 
begin
if(DEVICE_EN==1'b1)
STATE <=2;
end	
2: 
begin
if(DEVICE_EN==1'b1&&COUNT==10)
STATE <=1;
else if(DEVICE_EN==1'b1)
STATE <=2;
end				
endcase
end
always @(*)
begin
SHIFT_EN = 1'b0;
COUNTER_EN = 1'b0;
WRITE_EN= 1'b0;
case(STATE)
0:
begin
end
1:
begin
COUNTER_EN = 1'b1;
WRITE_EN= 1'b1;
end
2:
begin
SHIFT_EN = 1'b1;
COUNTER_EN = 1'b1;
end
endcase
end	
endmodule
`timescale 1ns / 1ps
module ENCODING_CONTROLLER(
input CLK,
input REST,
input DEVICE_EN ,
input[3:0] COUNT ,
output reg COUNTER_EN ,
output reg WRITE_EN,
output reg SHIFT_EN 
);
reg[1:0] STATE  ; 
always @(*)
begin
SHIFT_EN = 1'b0;
COUNTER_EN = 1'b0;
WRITE_EN= 1'b0;
case(STATE)
0:
begin
end
1:
begin
COUNTER_EN = 1'b1;
WRITE_EN= 1'b1;
end
2:
begin
SHIFT_EN = 1'b1;
COUNTER_EN = 1'b1;
end
endcase
end	
always @(posedge CLK or posedge REST)
begin
if(REST == 1'b1)
STATE<=1;
else 
case(STATE)
1: 
begin
if(DEVICE_EN==1'b1)
STATE<=2;
end	
2: 
begin
if(DEVICE_EN==1'b1&&COUNT==14)
STATE<=1;
end				
endcase
end 
endmodule
module HAMMING_DECODER(
inout [14:0]DECODER_INPUT,
output [14:0] corecction , 
output [10:0] DECODER_OUTPUT	);
wire d0,d1,d2,d3,d4,d5,d6,d7,d8,d9,d10,d11,d12,d13,d14,d15 ;
wire c1;
wire c2;
wire c3;
wire c4;
wire [14:0] detection;
 xor(c1,DECODER_INPUT[0],DECODER_INPUT[2],DECODER_INPUT[4],DECODER_INPUT[6],DECODER_INPUT[8],DECODER_INPUT[10],DECODER_INPUT[12],DECODER_INPUT[14]);
 xor(c2,DECODER_INPUT[1],DECODER_INPUT[2],DECODER_INPUT[5],DECODER_INPUT[6],DECODER_INPUT[9],DECODER_INPUT[10],DECODER_INPUT[13],DECODER_INPUT[14]);
 xor(c3,DECODER_INPUT[3],DECODER_INPUT[4],DECODER_INPUT[5],DECODER_INPUT[6],DECODER_INPUT[11],DECODER_INPUT[12],DECODER_INPUT[13],DECODER_INPUT[14]);
 xor(c4,DECODER_INPUT[7],DECODER_INPUT[8],DECODER_INPUT[9],DECODER_INPUT[10],DECODER_INPUT[11],DECODER_INPUT[12],DECODER_INPUT[13],DECODER_INPUT[14]);
	assign d0=(~c1&~c2&~c3&~c4),
			 d1=(~c1&~c2&~c3&c4),
			 d2=(~c1&~c2&c3&~c4),
			 d3=(~c1&~c2&c3&c4),
			 d4=(~c1&c2&~c3&~c4),
			 d5=(~c1&c2&~c3&c4),
			 d6=(~c1&c2&c3&~c4),
			 d7=(~c1&c2&c3&c4),
			 d8=(c1&~c2&~c3&~c4),
			 d9=(c1&~c2&~c3&c4),
			 d10=(c1&~c2&c3&~c4),
			 d11=(c1&~c2&c3&c4),
			 d12=(c1&c2&~c3&~c4),
			 d13=(c1&c2&~c3&c4),
			 d14=(c1&c2&c3&~c4),
			 d15=(c1&c2&c3&c4);
assign  detection[0] = DECODER_INPUT[0] ^ d1 ;
assign  detection[1] = DECODER_INPUT[1] ^ d2 ;
assign  detection[2] = DECODER_INPUT[2] ^ d3 ;
assign  detection[3] = DECODER_INPUT[3] ^ d4 ;
assign  detection[4] = DECODER_INPUT[4] ^ d5 ;
assign  detection[5] = DECODER_INPUT[5] ^ d6 ;
assign  detection[6] = DECODER_INPUT[6] ^ d7 ;
assign  detection[7] = DECODER_INPUT[7] ^ d8 ;
assign  detection[8] = DECODER_INPUT[8] ^ d9 ;
assign  detection[9] = DECODER_INPUT[9] ^ d10 ;
assign  detection[10] = DECODER_INPUT[10] ^ d11 ;
assign  detection[11] = DECODER_INPUT[11] ^ d12 ;
assign  detection[12] = DECODER_INPUT[12] ^ d13 ;
assign  detection[13] = DECODER_INPUT[13] ^ d14 ;
assign  detection[14] = DECODER_INPUT[14] ^ d15 ;
assign corecction = detection[14:0] ;
assign DECODER_OUTPUT = {corecction[14],corecction[13],corecction[12],corecction[11],corecction[10],corecction[9],corecction[8],corecction[6],corecction[5],corecction[4],corecction[2]};
 endmodule 
`timescale 1ns / 1ps
module HAMMING_DECODER_DATAPATH
(
input REST ,
input CLK_D,
input CLK_C ,
input SERIAL_IN ,
input DEVICE_EN ,
output SERIAL_OUT
);
wire[3:0] count;
wire counter_en;
wire write_en ;
wire shift_en ;
wire [14:0] decoder_input_15_bits;
wire [10:0] decoder_output_11_bits;
DECODING_CONTROLLER DECODING_CONTROLLER_RX
(
.CLK(CLK_D),
.REST(REST),
.DEVICE_EN (DEVICE_EN),
.COUNT (count),
.COUNTER_EN (counter_en),
.WRITE_EN(write_en),
.SHIFT_EN(shift_en) 
);
SHIFT_REGISTER 
#(
.WIDTH(15)
) 
SHIFT_REGISTER_RX_C 
(
.REST(REST),
.CLK(CLK_C),
.SERIAL_IN(SERIAL_IN),
.WRITE_EN(0),
.SHIFT_EN(1),
.PARALLEL_OUT(decoder_input_15_bits)
);
HAMMING_DECODER HAMMING_DECODER_RX
(
.DECODER_INPUT(decoder_input_15_bits),
.DECODER_OUTPUT(decoder_output_11_bits)
);
SHIFT_REGISTER 
#(
.WIDTH(11)
) 
SHIFT_REGISTER_RX_D 
(
.REST(REST),
.CLK(CLK_D),
.WRITE_EN(write_en),
.SHIFT_EN(shift_en),
.PARALLEL_IN(decoder_output_11_bits),
.SERIAL_IN(),
.SERIAL_OUT(SERIAL_OUT)
);
COUNTER_DECODER
#(
.WIDTH(4)
)
COUNTER_RX_D
(
.CLK(CLK_D),
.REST(REST),
.ENABLE(counter_en),
.COUNTER_OUTPUT(count)
);
endmodule
module HAMMING_ENCODER 
(
input [10:0] ENCODER_IN ,
output [14:0] ENCODER_OUT
);
wire p1 , p2 , p3 , p4 ;
xor (p1,ENCODER_IN[0],ENCODER_IN[1],ENCODER_IN[3],ENCODER_IN[4],ENCODER_IN[6],ENCODER_IN[8],ENCODER_IN[10]);
xor (p2,ENCODER_IN[0],ENCODER_IN[2],ENCODER_IN[3],ENCODER_IN[5],ENCODER_IN[6],ENCODER_IN[9],ENCODER_IN[10]);
xor (p3,ENCODER_IN[1],ENCODER_IN[2],ENCODER_IN[3],ENCODER_IN[7],ENCODER_IN[8],ENCODER_IN[9],ENCODER_IN[10]);
xor (p4,ENCODER_IN[4],ENCODER_IN[5],ENCODER_IN[6],ENCODER_IN[7],ENCODER_IN[8],ENCODER_IN[9],ENCODER_IN[10]);
assign ENCODER_OUT = {ENCODER_IN[10],ENCODER_IN[9] , ENCODER_IN[8],ENCODER_IN[7],ENCODER_IN[6],ENCODER_IN[5],ENCODER_IN[4],p4 , ENCODER_IN[3] , ENCODER_IN[2],ENCODER_IN[1],p3,ENCODER_IN[0],p2,p1 };
endmodule
`timescale 1ns / 1ps
module HAMMING_ENCODER_DATAPATH
(
input REST ,
input CLK_A,
input CLK_B,
input SERIAL_IN ,
input DEVICE_EN ,
output SERIAL_OUT
);
wire[3:0] count;
wire counter_en;
wire write_en ;
wire shift_en ;
wire [10:0] encoder_input_11_bits;
wire [14:0] encoder_output_15_bits;
ENCODING_CONTROLLER ENCODING_CONTROLLER_TX
(
.CLK(CLK_B),
.REST(REST),
.DEVICE_EN (DEVICE_EN),
.COUNT(count),
.COUNTER_EN(counter_en),
.WRITE_EN(write_en),
.SHIFT_EN(shift_en) 
);
SHIFT_REGISTER 
#(
.WIDTH(11)
) 
SHIFT_REGISTER_TX_A 
(
.REST(REST),
.CLK(CLK_A),
.SERIAL_IN(SERIAL_IN),
.WRITE_EN(0),
.SHIFT_EN(1),
.PARALLEL_OUT(encoder_input_11_bits)
);
HAMMING_ENCODER HAMMING_ENCODER_TX
(
.ENCODER_IN(encoder_input_11_bits),
.ENCODER_OUT(encoder_output_15_bits)
);
SHIFT_REGISTER
#(
.WIDTH(15)
) 
SHIFT_REGISTER_TX_B 
(
.REST(REST),
.CLK(CLK_B),
.WRITE_EN(write_en),
.SHIFT_EN(shift_en),
.PARALLEL_IN(encoder_output_15_bits),
.SERIAL_IN(),
.SERIAL_OUT(SERIAL_OUT)
);
COUNTER_ENCODER
#(
.WIDTH(4)
)
COUNTER_TX_B
(
.CLK(CLK_B),
.REST(REST),
.ENABLE(counter_en),
.COUNTER_OUTPUT(count)
);
endmodule
 `timescale 1ns/1ps
module HAMMING_ENCODER_DECODER(
input clk_tx,
input clk_rx,
input reset_tx,
input reset_rx,
input serial_in,
input device_en,
output serial_out);
wire serial_line;
wire clk_out_a;
wire clk_out_b;
wire clk_out_c;
wire clk_out_d;
CLK_DIVIDER  #(.N(15)) CLK_A_11MHZ 
(
.CLK_IN(clk_tx),
.REST(reset_tx),
.CLK_OUT(clk_out_a)
);
CLK_DIVIDER  #(.N(11)) CLK_B_15MHZ 
(
.CLK_IN(clk_tx),
.REST(reset_tx),
.CLK_OUT(clk_out_b)
);
HAMMING_ENCODER_DATAPATH HE_UUT (
.REST(reset_tx), 
.CLK_A(clk_out_a),
.CLK_B(clk_out_b),
.SERIAL_IN(serial_in) ,
.DEVICE_EN(device_en) ,
.SERIAL_OUT(serial_line)
);
CLK_DIVIDER  #(.N(15)) CLK_D_11MHZ 
(
.CLK_IN(clk_rx),
.REST(reset_rx),
.CLK_OUT(clk_out_d)
);
CLK_DIVIDER  #(.N(11)) CLK_C_15MHZ 
(
.CLK_IN(clk_rx),
.REST(reset_rx),
.CLK_OUT(clk_out_c)
);
HAMMING_DECODER_DATAPATH HD_UUT (
.REST(reset_rx), 
.CLK_C(clk_out_c),
.CLK_D(clk_out_d),
.SERIAL_IN(serial_line) ,
.DEVICE_EN(device_en) ,
.SERIAL_OUT(serial_out)
);
endmodule
 `timescale 1ns / 1ps
module SHIFT_REGISTER
#(
parameter WIDTH=4
)
(
input CLK,
input REST,
input WRITE_EN,
input SHIFT_EN,
input[WIDTH-1:0] PARALLEL_IN,
input SERIAL_IN,
output SERIAL_OUT,
output[WIDTH-1:0] PARALLEL_OUT
);
reg[WIDTH-1:0] DATA;
always @(posedge CLK)
begin
if(REST==1)
DATA<=0;
else if(WRITE_EN==1)
DATA<=PARALLEL_IN;
else if(SHIFT_EN==1)
DATA<={SERIAL_IN,DATA[WIDTH-1:1]};
end
assign SERIAL_OUT=DATA[0];
assign PARALLEL_OUT=DATA;
endmodule
$ cat ./run.sh
#!/bin/bash
# OpenROAD 26Q1-2900-gdf79404cd8, Yosys 0.63+post, stock flow scripts
make -C /OpenROAD-flow-scripts/flow DESIGN_CONFIG=/design/flow/config.mk WORK_HOME=/design/flow/orfs finish
==> CHANGELOG.md <==
### Metrics

- Routability congestion estimate: 0.848
- RR Endpoint: CLK_B_15MHZ.NEGATIVE_COUNT[1]
- CP cell instances: clkdlybuf4s50_1, inv_1, buf_12
- Ys async rst share: 0.464
- First-pass GRT wire length: 11.4 mm
- Post-synth EDFFs: 0
- Area growth syn-to-layout: 8.91%
- Placed cell area: 4630 um2
- Die area: 9170 um2
- Post-synth regs: 97
- Endpoints left unconstrained: 66
- Design Area, Final: 4790 um2
- First DRT Iteration DRCs: 65
- HPWL after DPL: 5.00 mm
- Core area: 8340 um2
- Final setup viols: 0
- Worst Hold Depth: 1
- Worst EP arrival: 1.05 ns
- Rows: 33
- Main synth FF type: dfxtp_1
- Largest net degree at the start of global routing: 35
- Yosys stat area: 4390 um2
- Met2 WL: 3.03 mm
- Setup crit start kind: input pin
- Met3 routed WL: 77 um
- Synth cell types: 38
- Highest Signal Layer: met4
- Met1 wire length: 3.55 mm
- P_leak: 2.01 nW
- Worst relative slew slack: 0.478
- Total gr overflow: 0
- Worst r2r src: CLK_B_15MHZ.NEGATIVE_COUNT[3]
- Buffers on Ports: 5
- Cts repair resizes: 0
- Via count: 2909
- Drt drc: 0
- Setup Buffers After CTS: 0
- Crit path max-delay family: buffers and inverters
- Depth of the most critical reg-to-reg path: 3
- DRT Wirelength: 6.68 mm
- Status: complete, no violations
- Clock Skew: 0.0526 ns
- Share of cells above drive strength 1: 0.110
- Die x size: 95.7 um
- Register pins left without a clock: 65
- Max Cap Viol: 0
- Die height: 95.7 um
- Fin util: 0.574
- Crit-path slowest cell: clkdlybuf4s50_1
- Power Dens Cells: 382 nW/um2
- Avg Cell Area, Syn: 9.83 um2
- WP buf/inv: 3
- Slew @ Worst Pin: 0.780 ns
- Synthesized cell area: 4390 um2
- Gr usage total: 0.160
- CTS tree: built
- Initial antenna violation count: 0
- Hold Crit Class: reg -> reg
- Post-CTS Hold Buffers: 0
- Fin. Hold Viols: 0
- Critical path peak fanout: 11
- Crit path largest cell delay: 0.46 ns
- Post-route ant nets: 0
- Fin. max-slew vios: 0
- Number of cells in Yosys stat: 447
- Req. time, crit path: 1.23 ns
- Mapped Cells: 447
- Fp util: 0.527
- Tool warning count: 36
- Io pins: 7
- DR pass1 iterations: 4
- Vias per cell: 5.10
- CTS clk-pin slew, worst paths: 0.04 ns
- RSZ-0062 raised after global routing: no
- Hold_sp: CLK_C_15MHZ.NEGATIVE_COUNT[0]
- Antenna fix cells: 0
- Sequential area share after synthesis: 0.497
- Critical path type: in -> async
- Worst vdd ir: 0.000693 V
- Hold worst-path end: CLK_C_15MHZ.NEGATIVE_COUNT[0]
- Synth warn: 14
- Routed wire per std cell: 11.7 um
- Element type at the critical path end: async pin
- FF-to-FF setup slack: 0.47 ns
- Vias in the first global route: 2621
metal layers:
metal	vias up	global-route usage
li1	1549	-
met1	1339	0.260
met2	19	0.255
met3	2	0.0145
met4	0	0.00995
met5	-	0
layout make-up:
| cell class | instances | area [um2] |
|---|---|---|
| Inverter | 12 | 48.8 |
| Clock inverter | 12 | 85.1 |
| Tap cell | 105 | 131 |
| Fill cell | 728 | 3550 |
| Multi-Input combinational cell | 321 | 2100 |
| Timing Repair Buffer | 17 | 153 |
| Sequential cell | 97 | 2180 |
| Clock buffer | 6 | 82.6 |
worst max-delay path by stage:
stage / end / slack, ns / cells after the start / startpoint
finish: CLK_D_11MHZ.NEGATIVE_COUNT[2] / 0.18 / 3 / reset_rx
global route: CLK_D_11MHZ.NEGATIVE_COUNT[0] / 0.14 / 4 / reset_rx
CTS: CLK_D_11MHZ.NEGATIVE_COUNT[1] / 0.16 / 3 / reset_rx
metrics by stage:
stage                     total power (W)  hold slack (ns)  cells  worst slack [ns]  setup TNS [ns]
after floorplan                  0.000918            0.372    447           0.00228               0
after global placement           0.000960            0.442    554            -0.143           -1.16
after detailed placement         0.000961            0.437    554            -0.148           -1.23
after CTS                         0.00185            0.454    570             0.164               0
after global routing              0.00193            0.483    570             0.144               0
final                             0.00183            0.441    570             0.176               0
kinds of logic (layout without fill, tap and decap cells):
logic type | after synthesis | in the layout | share of synthesized area
AND/OR/NAND/NOR | 130 | 130 | 0.140
AND-OR/OR-AND | 105 | 105 | 0.138
flip-flops | 97 | 97 | 0.497
XOR/XNOR | 57 | 57 | 0.130
multiplexers | 29 | 29 | 0.0706
buffers and inverters | 29 | 47 | 0.0248
synthesized netlist by cell type, drive strengths merged (3+ instances only):
cell,number,area share
inv,14,0.012
mux2,16,0.041
nor2b,35,0.050
nand2,38,0.032
nor2,38,0.032
o21ai,40,0.046
nor3,4,0.0046
dfrtp,16,0.091
dfstp,12,0.072
nand2b,4,0.0057
xor2,17,0.036
o211ai,7,0.012
a22o,3,0.0060
clkbuf,13,0.011
a211oi,12,0.022
dfxtp,52,0.24
a31oi,7,0.010
xnor2,38,0.083
mux2i,13,0.030
dfrtn,17,0.097
nand3,6,0.0068
a21oi,33,0.038
placed cells by master, fill, tap and decap left out, types with 12 or more instances in the layout:
master / netlist / routed
dfxtp_1: 52 / 52
nor2_1: 38 / 38
nand2_1: 38 / 38
o21ai_0: 36 / 36
xnor2_1: 35 / 35
nor2b_1: 35 / 35
a21oi_1: 33 / 33
inv_1: 12 / 19
dfrtn_1: 17 / 17
dfrtp_1: 16 / 16
xor2_1: 16 / 16
mux2i_1: 13 / 13
dfstp_2: 12 / 12
state kept, by name (all words and copies together), names as in the netlist, 11 cells and up:
| signal | cells |
|---|---|
| HD_UUT.SHIFT_REGISTER_RX_C.DATA | 15 |
| HE_UUT.SHIFT_REGISTER_TX_B.DATA | 15 |
| HD_UUT.SHIFT_REGISTER_RX_D.DATA | 11 |
| HE_UUT.SHIFT_REGISTER_TX_A.DATA | 11 |
power by group:
group | total (W) | switching [W] | leakage [nW] | internal [W]
Combinational | 0.0000852 | 0.0000514 | 0.938 | 0.0000337
Clock | 0.000927 | 0.000310 | 0.123 | 0.000617
Sequential | 0.000814 | 0 | 0.943 | 0.000814
Total | 0.00183 | 0.000362 | 2.01 | 0.00146
worst register-to-register path, delay by kind of cell (launching register included):
family | cells | cell delay, ns
simple gates | 2 | 0.26
flops | 1 | 0.54
mux | 1 | 0.26
Power is estimated from default activity; no workload was simulated.
